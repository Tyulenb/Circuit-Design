===== ./run.sh =====
#!/bin/bash
# OpenROAD 26Q1-2900-gdf79404cd8, Yosys 0.63+post, stock flow scripts
make -C /OpenROAD-flow-scripts/flow DESIGN_CONFIG=/design/flow/config.mk WORK_HOME=/design/flow/orfs finish

===== ./design.v =====
`timescale 1ns / 1ps
module checkfr_fsm(
    input [31:0] num_in,
    input clk, r_i,
    output res,
    output reg r_o
    );
    reg [4:0] lst;
    reg [4:0] iter;
    reg res_rg;
    reg [1:0] state;
    reg [31:0] num;
    initial
    begin
        state = 0;
        lst = 5'b11111;
        iter = 0;
        res_rg = 0;
        r_o = 0;
    end
    always@(posedge clk)
    begin
        case(state)
        2'b00: if(r_i)
            begin
                lst <= 5'b11111;
                iter <= 0;
                res_rg <= 0;
                num <= num_in;
                state <= 2'b01;
            end
        2'b01:
            begin
                for(iter = 0; iter <= 22; iter = iter + 1)
                begin
                    if (lst == 5'b11111 && num[iter])
                        lst = iter;
                    else
                        lst = lst;
                end
                state <= 2'b10;
            end
        2'b10:
            begin
                if (num[30:23] > 7'b1111111)
                begin
                   res_rg = num[31] || ((22-(num[30:23]-7'b1111111)) >= lst) && (lst!=5'b11111);
                end
                else
                begin
                    res_rg = 1;
                end
                state <= 2'b00;
            end
        default:
            state <= 2'b00;
        endcase
    end
    always@(posedge clk)
    begin
        if(state == 2'b10)
            r_o <= 1;
        else
            r_o <= 0;
    end
    assign res = res_rg;
endmodule
`timescale 1ns / 1ps
module del_fsm(
    input [31:0] n, x,
    input clk, r_i,
    output [31:0] res,
    output reg r_o
    );
    reg [24:0] divisible;
    reg [24:0] divider;
    reg [7:0] divs_exp;
    reg [7:0] divd_exp;
    reg divd_fb;
    reg divs_fb;
    reg [4:0] state = 0;
    reg [4:0] iter = 0;
    reg [23:0] mant_res = 0;
    reg [24:0] reminder = 0;
    reg [4:0] carry = 0;
    reg [4:0] carry_sh = 0;
    reg [8:0] exp;
    reg [31:0] res_reg = 0;
    initial
    begin
        r_o = 0;
        state = 0;
        divisible = 0;
        divider = 0;
        divs_exp = 0;
        divd_exp = 0;
        divd_fb = 0;
        divs_fb = 0;
        iter = 0;
        mant_res = 0;
        reminder = 0;
        carry = 0;
        carry_sh = 0;
        exp = 0;
        res_reg = 0;
    end
    always@(posedge clk)
    begin
        case(state)
            5'b00000:
            begin
                divisible <= 0;
                divider <= 0;
                divs_exp <= 0;
                divd_exp <= 0;
                divd_fb <= 0;
                divs_fb <= 0;
                iter <= 0;
                mant_res <= 0;
                reminder <= 0;
                carry <= 0;
                res_reg <= 0;
                state <= 5'b00001;
            end
            5'b00001: if(r_i)
            begin
                divisible <= {1'b1, n[22:0]};
                divider <= {1'b1, x[22:0]};
                divs_exp <= n[30:23];
                divd_exp <= x[30:23];
                divd_fb <= n[31];
                divs_fb <= x[31];
                state <= 5'b00010;
            end
            5'b00010:
            begin
                if(divisible >= divider)
                begin
                    divisible <= divisible-divider;
                    mant_res <= mant_res +1'b1;
                    state <= 5'b00010;
                end
                else
                begin
                    reminder <= divisible;
                    state <= 5'b00011;
                end
            end
            5'b00011:
            begin
                reminder <= reminder << 1;
                state <= 5'b00100;
            end
            5'b00100:
            begin
                if(!mant_res[23])
                    state <= 5'b00101;
                else
                    state <= 5'b01010;  
            end
            5'b00101:
            begin
                if(reminder < divider)
                begin
                    mant_res <= mant_res << 1;
                    reminder <= reminder << 1;
                    state <= 5'b01001;
                end
                else
                    state <= 5'b00110;
            end
            5'b00110:
            begin
                mant_res <= (mant_res << 1) + 1'b1;
                state <= 5'b00111;
            end
            5'b00111:
            begin
                reminder <= reminder - divider;
                state <= 5'b01000;
            end
            5'b01000:
            begin
                reminder <= reminder << 1;
                state <= 5'b01001;
            end
            5'b01001:
            begin
                if(iter < 22)
                begin
                    iter <= iter + 1;
                    state <= 5'b00100;
                end
                else
                begin
                    state <= 5'b01010;
                    iter <= 0;
                end
            end
            5'b01010:  
            begin
                if(iter <= 23)
                    state <= 5'b01011;
                else
                    state <= 5'b01100;
            end
            5'b01011:
            begin
                if(mant_res[iter])
                begin
                    carry <= iter;
                    state <= 5'b01101;
                end
                else
                    state <= 5'b01101;
            end
            5'b01101:
            begin
                iter <= iter + 1;
                state <= 5'b01010;
            end
            5'b01100:
            begin
                carry_sh <= 23 - carry;
                state <= 5'b01110;
            end
            5'b01110:
            begin
                mant_res <= mant_res << carry_sh;
                state <= 5'b01111;
            end
            5'b01111:
            begin
                exp <= {1'b0,divs_exp}+7'b1111111-{1'b0,divd_exp};
                state <= 5'b10000;
            end
            5'b10000:
            begin
                res_reg <= {divs_fb^divd_fb, exp[7:0]-5'b10111+carry, mant_res[22:0]};
                state <= 5'b10001;
            end
            5'b10001:
            begin
                state <= 5'b00000;
            end
            default:
                state <= 5'b00000;
        endcase
    end
    always@(posedge clk)
    begin
        if(state == 5'b10001)
            r_o = 1;
        else
            r_o = 0;
    end    
    assign res = res_reg;
endmodule
`timescale 1ns / 1ps
module fsm(
    input [15:0] dataIn,
    input R_I,
    input reset,
    input clk,
    output reg r_o,
    output reg [1:0] err,
    output [31:0] dataOut,
    output [3:0] state_out
    );
    reg [3:0] state;
    reg [31:0] reg_a;
    reg [31:0] reg_b;
    reg [31:0] counter;
    reg [31:0] step1;
    reg [31:0] step2;
    reg fr_i;
    reg fr_flag;
    wire fr_o;
    wire fr_res;
    reg incr_i;
    reg incr_flag;
    wire incr_o;
    wire [31:0] inc_res;
    reg sm_ri;
    reg sm_flag;
    wire sm_ro;
    wire [31:0] sm_res;
    reg dl_ri;
    reg dl_flag;
    wire dl_ro;
    wire [31:0] dl_res;
    reg pw_ri;
    reg pw_flag;
    wire pw_ro;
    wire pw_err;
    wire [31:0] pw_res;
    initial
    begin
        err = 0;
        state = 0;
        reg_a = 0;
        reg_b = 0;
        counter = 0;
        r_o = 0;
        step1 = 0;
        step2 = 0;
        fr_i = 0;
        fr_flag = 1;
        incr_i = 0;
        incr_flag = 1;
        sm_ri = 0;
        sm_flag = 1;
        dl_ri = 0;
        dl_flag = 1;
        pw_ri = 0;
        pw_flag = 1;
    end
    always@(posedge clk)
    begin
        if(reset)
        begin
            state <= 0;
        end
        else
        begin
            case(state)
                4'b0000:
                begin
                    reg_a <= 0;
                    reg_b <= 0;
                    counter <= 0;
                    err <= 0;
                    state <= 4'b0001;
                    fr_i <= 0;
                    fr_flag <= 1;
                    incr_i <= 0;
                    incr_flag <= 1;
                    sm_ri <= 0;
                    sm_flag <= 1;
                    dl_ri <= 0;
                    dl_flag <= 1;
                    pw_ri <= 0;
                    pw_flag <= 1;
                end
                4'b0001: if(R_I)
                begin
                    reg_a[31:16] <= dataIn;
                    state <= 4'b0010;
                end
                4'b0010: if(R_I)
                begin
                    reg_a[15:0] = dataIn;
                    if (reg_a == 0)
                    begin 
                        err <= 2'b11;
                        state <= 4'b1110;
                    end
                    else
                        state <= 4'b0011;    
                end
                4'b0011: if(R_I)
                begin
                    reg_b[31:16] <= dataIn;
                    state <= 4'b0100;
                end
                4'b0100: if(R_I)
                begin
                    reg_b[15:0] <= dataIn;
                    state <= 4'b1100;
                end
                4'b1100:  
                begin
                    if(fr_o)
                    begin
                        if(fr_res)
                        begin
                            err <= 2'b10;
                            reg_a <= 0;
                            state <= 4'b1110;
                        end
                        else
                        begin
                            fr_flag <= 1;
                            state <= 4'b1101;
                        end
                    end
                    else
                    begin
                        if(fr_flag)
                        begin
                            fr_i <= 1;
                            fr_flag <= 0;
                        end
                        else
                            fr_i <= 0;
                   end
                end
                4'b1101:
                begin
                    state <= 4'b0101;
                end
                4'b0101:  
                begin
                    if(incr_o)
                    begin
                        counter = inc_res;
                        if (counter[30:23]>reg_b[30:23] ? 1 : (counter[30:23]==reg_b[30:23] ? counter[22:0]>=reg_b[22:0] : 0))
                        begin
                            state <= 4'b0000;
                            incr_flag <= 1;
                        end
                        else
                        begin
                            incr_flag <= 1;
                            state <= 4'b0110;
                        end
                    end
                    else
                    begin
                        if(incr_flag)
                        begin
                            incr_i <= 1;
                            incr_flag <= 0;
                        end
                        else
                            incr_i <= 0;
                    end    
                end
                4'b0110:  
                begin
                    if(pw_ro)
                    begin
                        if (pw_err)
                        begin
                            err <= 2'b01;
                            reg_a <= 0;
                            state <= 4'b1110;
                            pw_flag <= 1;
                        end
                        else
                        begin
                            pw_flag <= 1;
                            step1 <= pw_res;
                            state <= 4'b0111;
                        end
                    end
                    else
                    begin
                        if(pw_flag)
                        begin
                            pw_ri <= 1;
                            pw_flag <= 0;
                        end
                        else
                            pw_ri <= 0;
                    end
                end
                4'b0111:  
                begin
                    if(dl_ro)
                    begin
                        dl_flag <= 1;
                        step2 <= dl_res;
                        state <= 4'b1010;
                    end
                    else
                    begin
                        if(dl_flag)
                        begin
                            dl_ri <= 1;
                            dl_flag <= 0;
                        end
                        else
                            dl_ri <= 0;
                   end
                end
                4'b1010:  
                begin
                    if(sm_ro)
                    begin
                        sm_flag <= 1;
                        reg_a <= sm_res;
                        state <= 4'b1110;
                    end
                    else
                    begin
                        if(sm_flag)
                        begin
                            sm_ri = 1;
                            sm_flag = 0;
                        end
                        else
                            sm_ri = 0;
                    end
                end
                4'b1110:  
                begin
                    if(err==0)
                        state <= 4'b0101;
                    else
                        state <= 4'b0000;
                end
            endcase 
        end
    end
    always@(posedge clk)
    begin
        case(state)
            4'b0000: r_o <= 0;
            4'b0101: r_o <= 0;
            4'b1110: r_o <= 1;
            4'b1101: r_o <= 1;
        endcase
    end
    assign dataOut = reg_a;
    assign state_out = state;
    checkfr_fsm FR(
        .clk(clk),
        .r_i(fr_i),
        .num_in(reg_b),
        .res(fr_res),
        .r_o(fr_o)
    );
    sum_fsm INCR(
        .clk(clk),
        .r_i(incr_i),
        .r_o(incr_o),
        .a(counter),
        .b(32'b00111111100000000000000000000000),
        .res(inc_res)
    );
    sum_fsm SM(
        .clk(clk),
        .r_i(sm_ri),
        .r_o(sm_ro),
        .a(step1),
        .b(step2),
        .res(sm_res)
    );
    pow2_fsm PW(
        .clk(clk),
        .r_i(pw_ri),
        .r_o(pw_ro),
        .x(reg_a),
        .err(pw_err),
        .res(pw_res)
    );
    del_fsm DL(
        .clk(clk),
        .r_i(dl_ri),
        .r_o(dl_ro),
        .n(reg_b),
        .x(reg_a),
        .res(dl_res)
    );
endmodule
`timescale 1ns / 1ps
module pow2_fsm(
    input [31:0] x,  
    input clk,
    input r_i,
    output [31:0] res,
    output err,
    output reg r_o
    );
    reg [8:0] exp_in;
    reg [22:0] mant_in;
    reg fb;
    reg [8:0] exp;
    reg [47:0] mant;
    reg [22:0] mant_res;
    reg [2:0] state;
    reg [31:0] res_reg;
    reg over;
    initial
    begin
        exp = 0;
        exp_in = 0;
        fb = 0;
        mant = 0;
        mant_res = 0;
        res_reg = 0;
        over = 0;
        state = 0;
        r_o = 0;
    end
    always@(posedge clk)
    begin
        case(state)
        3'b000: if(r_i)
        begin
            exp_in <= x[30:23];
            mant_in <= x[22:0];
            fb <= x[31];
            exp <= 0;
            mant <= 0;
            mant_res <= 0;
            over <= 0;
            res_reg <= 0;
            state <= 3'b001;
        end
        3'b001:
        begin
            mant <= {1'b1,mant_in}*{1'b1,mant_in};
            state <= 3'b010;
        end
        3'b010:
        begin
            mant_res <= mant[47] ? mant[46:24] : mant[45:23];  
            state <= 3'b011;
        end
        3'b011:
        begin
            exp <= {1'b0,exp_in}+{1'b0,exp_in}-9'b001111111+mant[47];
            state <= 3'b100;
        end
        3'b100:
        begin
            res_reg = {1'b0, exp[7:0], mant_res};
            over = exp_in[7] ? {exp_in, mant_in} > res_reg[30:0] : {exp_in, mant_in} < res_reg[30:23];
            state <= 3'b101;
        end
        3'b101:
        begin
            state <= 3'b000;
        end
        default:
            state <= 3'b000;
        endcase
    end
    always@(posedge clk)
    begin
        if(state == 3'b101)
            r_o <= 1;
        else
            r_o <= 0;
    end
    assign res = res_reg;
    assign err = over;
endmodule
`timescale 1ns / 1ps
module sum_fsm(
    input clk, r_i,
    input [31:0] a, b,
    output [31:0] res,
    output reg r_o
    );
    reg [3:0] state;
    reg [31:0] mx;
    reg [31:0] mn;
    reg [24:0] mant;
    reg [22:0] mant_res;
    reg [8:0] exp;
    reg [4:0] carry;
    reg [4:0] iter;
    reg [31:0] res_reg;
    initial
    begin
        state = 0;
        mx = 0;
        mn = 0;
        mant_res = 0;
        mant = 0;
        exp = 0;
        carry = 0;
        iter = 0;
        res_reg = 0;
        r_o = 0;
    end
    always@(posedge clk)
    begin
        case(state)
            3'b000:
            begin
                state <= 3'b001;
                mx <= 0;
                mn <= 0;
                mant_res <= 0;
                mant <= 0;
                exp <= 0;
                carry <= 0;
                iter <= 0;
                res_reg <= 0;
            end
            3'b001: if(r_i)
            begin
                mx = (a[30:23] > b[30:23]) ? a : (((a[30:23] == b[30:23])) ? (a[22:0] > b[22:0] ? a : b) : b );
                mn = (a == mx) ? b : a;
                state <= 3'b010;
            end
            3'b010:
            begin
                mant <= (mx[31]^mn[31]) ? {1'b1, mx[22:0]} - ({1'b1, mn[22:0]} >> (mx[30:23]-mn[30:23])): {1'b1, mx[22:0]}+({1'b1, mn[22:0]} >> (mx[30:23]-mn[30:23]));
                state <= 3'b011;
            end
            3'b011:
            begin
                for(iter = 0; iter <= 24; iter = iter + 1)
                begin
                    if(mant[iter])
                        carry = iter;
                    else
                        carry = carry;
                end
                state <= 3'b100;
            end
            3'b100:
            begin
                mant_res <= mant[24] ? (mant >> 1) : (mant << (23-carry)); 
                state <= 3'b101;
            end
            3'b101:
            begin
                exp <= mx[30:23]+carry-5'b10111;
                state <= 3'b110;
            end
            3'b110:
            begin
                res_reg <= mx[31] ? {1'b1, exp[7:0], mant_res} : {1'b0, exp[7:0], mant_res};
                state <= 3'b111;
            end
            3'b111:
                state <= 3'b000;
            default:
                state <= 3'b000;
        endcase
    end
    always@(posedge clk)
    begin
        case(state)
            3'b000: r_o <= 0;
            3'b111: r_o <= 1;
        endcase
    end
    assign res = res_reg;
endmodule

===== ./config.mk =====
export PLATFORM = sky130hd
export DESIGN_NAME = fsm
export DESIGN_NICKNAME = fsm
export VERILOG_FILES = /design/flow/design.v
export SDC_FILE = /design/flow/constraint.sdc
export NUM_CORES = 4
export LEC_CHECK = 1
export CORE_UTILIZATION = 40

===== ./constraint.sdc =====
current_design fsm

set clk_period 17.2
set clk_io_pct 0.2

create_clock -name clk0 -period $clk_period [get_ports {clk}]

set non_clock_inputs [all_inputs -no_clocks]
set_input_delay [expr $clk_period * $clk_io_pct] -clock clk0 $non_clock_inputs
set_output_delay [expr $clk_period * $clk_io_pct] -clock clk0 [all_outputs]

==> summary.txt <==
run metrics: status finished, final reports clean, synth unique cells 100, Worst-path clk slew 0.07 ns, synth warn 5, Worst slew margin 40.3%, CTS sink count 839, worst setup path class reg2reg, Synth Flop Type edfxtp_1, dpl hpwl 139000 µm, Critical Path RT 17.73 ns, nature of the critical path startpoint flop, layout cells sized above 1 6.94%, Worst EP arrival 9.18 ns, root buffer cell clkbuf_16, Layout Skew 0.0355 ns, crit-path max FO 20, fmax 116 MHz, Seq/Total Area, Yosys 38.2%, largest net degree at the start of global routing 80, OpenROAD warnings 36, Die Y 407 µm, clock latency (worst-skew pair) 0.70 ns, Setup TNS 0 ns, gr ovfl total 0, worst hold path type reg2reg, Post-Syn Area per Cell 10.5 µm², Worst-Margin Slew 0.886 ns, Setup crit end kind flop, post-CTS setup buffers 0, vias in the first global route 46500, io pins 58, WL/cell 21.3 µm, cells in synth_stat.txt 6284, Max H-tree Level 3, crit path time final 8.65 ns, Post-CTS Hold Fix Bufs 0, Die Footprint 0.166 mm², Port Buffers 57, core footprint 0.163 mm², Final ANT Viol Nets 0, DR iter-0 viols 3414, post-cts resize count 0, synthesis-stage register bit count 839, Post-Syn Instances 6284, Total GRT Usage 23.5%, Post-synth ARST share 0%, Num CTS Buffers 92, DIE WIDTH 407 µm, Final Cycle Share 50.3%, # DRC 0, final WL 182000 µm, EDFF count, synth 832, setup violators final 0, Max-cap violations 0, antenna violations before repair 12, CTS tree done, final number of hold-violating endpoints 0, via count 46400, Hold WS 0.406 ns, RSZ-0062 raised after global routing no, Finished Core Util 44.2%, Yosys Chip Area 0.0657 mm², Slew Limit Fails 0, Layout area overhead 9.78%, GP Congestion 0.975, DRT Pass-1 Iters 9, number of cell rows 148, vias per cell 5.44, CTS max path bufs 3, Pre-Place Util 40.3%, first-pass GRT wire length 281000 µm, Syn Std Cell Area 0.0657 mm²
-- cell families (layout without fill, tap and decap cells) --
kind of cell / after synthesis / count (layout) / synth area share [%]
fa+ha+maj: 889 / 889 / 21.9
flops: 839 / 839 / 38.2
other cells: 1 / 10 / 0.00571
mux: 242 / 242 / 5.02
buf+inv: 1058 / 1128 / 6.14
simple gates: 1930 / 1930 / 14.8
compound gates: 1112 / 1112 / 11.1
xor+xnor: 213 / 213 / 2.85
-- per-layer routing --
layer | wire length [µm] | part of all wire [%] | GRT usage [%]
met1 | 73200 | 40 | 33.7
met5 | 157 | 0.086 | 0.230
met4 | 5440 | 3.0 | 5.47
met2 | 81900 | 45 | 34.3
met3 | 21000 | 12 | 10.6
-- area by class of cell --
class	count	area, µm²
flip-flops and latches	839	25100
clock buffers	108	2380
well taps	2175	2720
inverters	782	2940
repair buffers	176	1460
diodes	9	22.5
clock inverters	62	802
fillers	15000	90900
multi-input cells	4387	36700
-- worst max-delay path, cell delays in order (launching register included) --
cell       delay (ns)
edfxtp_1         0.32
buf_4            0.32
clkinv_1         0.49
nor2_1           0.29
fa_1             0.47
fa_1             0.44
fa_1             0.52
inv_1            0.06
fa_1             0.48
fa_1             0.45
fa_1             0.52
inv_1            0.05
fa_1             0.46
ha_1             0.23
or4_1            0.55
a211oi_1         0.22
o21ai_1          0.18
o41a_1           0.38
a22oi_4          0.22
o21ai_2          0.19
o311ai_2         0.37
a21oi_1          0.17
a2111oi_4        0.43
a21oi_1          0.15
or3_1            0.36
a21oi_1          0.14
-- cells in the final DEF, fill, tap and decap left out, types with 175 or more instances in the layout --
master,netlist,routed
edfxtp_1,832,832
inv_1,775,775
ha_1,456,456
nand2_1,452,451
nor2_1,455,449
fa_1,433,433
o21ai_0,272,272
and2_1,255,255
a21oi_1,247,246
and3_1,175,175
-- worst paths after layout --
check	slack (ns)	start	end	depth (start not counted)
max	8.55	PW.mant_in[12]$_DFFE_PP_	PW.mant[47]$_SDFFCE_PN0P_	25
min	0.41	DL.res_reg[14]$_SDFFCE_PN0P_	step2[14]$_DFFE_PP_	0
max reg2reg	8.55	PW.mant_in[12]$_DFFE_PP_	PW.mant[47]$_SDFFCE_PN0P_	25
min reg2reg	0.41	DL.res_reg[14]$_SDFFCE_PN0P_	step2[14]$_DFFE_PP_	0
-- cells in the mapped netlist (118+ instances only) --
cell        n  share of area (%)
a21oi_1   247                1.9
nor2_1    455                2.6
ha_1      456                8.7
and2_1    255                2.4
o21ai_0   272                2.1
and3_1    175                1.7
mux2i_1   147                2.2
edfxtp_1  832                 38
inv_1     775                4.4
clkbuf_1  245                1.4
fa_1      433                 13
nand3_1   118               0.90
nand2_1   452                2.6
xnor2_1   124                1.7
-- per-stage QoR --
step / area (µm²) / worst slack (ns) / cells
finish: 72100 / 8.55 / 8538
global route: 72100 / 8.12 / 8531
CTS: 72100 / 8.55 / 8529
detailed placement: 68900 / 8.61 / 8359
global placement: 68900 / 8.73 / 8359
floorplan: 65700 / 9.29 / 6284
